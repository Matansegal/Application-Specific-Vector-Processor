## flow/design.v

```verilog
`timescale 1ns / 1ps
module adder(
    input wire [7:0] in1,
    input wire [7:0] in2,
    input wire sub,  
    output wire [7:0] out
    );
    reg [7:0] tmp;
    wire s0,s1,s2,s3,s4,s5,s6,s7;
    wire co0,co1,co2,co3,co4,co5,co6,co7;
    fa f0(in1[0],in2[0],1'b0,s0,co0);
    fa f1(in1[1],in2[1],co0,s1,co1);
    fa f2(in1[2],in2[2],co1,s2,co2);
    fa f3(in1[3],in2[3],co2,s3,co3);
    fa f4(in1[4],in2[4],co3,s4,co4);
    fa f5(in1[5],in2[5],co4,s5,co5);
    fa f6(in1[6],in2[6],co5,s6,co6);
    fa f7(in1[7],in2[7],co6,s7,co7);  
    assign out = {s7,s6,s5,s4,s3,s2,s1,s0} + sub;
endmodule 
module fa( input A,
       input B,
       input CIN,
       output S,
       output COUT
       );
       assign S = A^B^CIN;
       assign COUT = (A&B) | (CIN&A) | (CIN&B);
endmodule
`timescale 1ns / 1ps
module controller(
    input wire clk,
    input wire reset,
    output reg [3:0] state,
    output reg [9:0] load, mul_en, add1_en, add2_en, mul_read, add1_read, add2_read  
    );
    parameter [3:0] s1 = 4'b0000,
                    s2 = 4'b0001,
                    s3 = 4'b0011,
                    s4 = 4'b0010,
                    s5 = 4'b0110,
                    s6 = 4'b0111,
                    s7 = 4'b1111,
                    s8 = 4'b1110,
                    s9 = 4'b1010,
                    s10 = 4'b1011,
                    s11 = 4'b1001,
                    s12 = 4'b1000;
    reg not_first_flag;  
    always@(posedge clk or posedge reset)
    begin
        if(reset)
            begin
                state = s1;
                not_first_flag = 1'b0;
            end
        else
        begin
            case(state)
                s1: state = s2;
                s2: state = s3;
                s3: state = s4;
                s4: state = s5;
                s5: state = s6;
                s6: state = s7;
                s7: state = s8;
                s8: state = s9;
                s9: state = s10;
                s10: state = s11;
                s11: state = s12;
                s12: state = s1;
                default: state = s1;
            endcase
        end       
    end
    always@(posedge clk)
    begin
        case(state)
            s1: 
                begin
                    load = 10'b0000000001;
                    if(not_first_flag)
                    begin
                        mul_en = 0; 
                        add1_en = 10'b1000001000; 
                        add2_en = 10'b0001000100; 
                        mul_read = 0; 
                        add1_read = 10'b0000000100;
                        add2_read = 0;
                    end
                end
            s2: 
                begin
                    load = 10'b0000000010;
                    if(not_first_flag)
                    begin
                        mul_en = 0; 
                        add1_en = 0; 
                        add2_en = 10'b0010001000; 
                        mul_read = 0; 
                        add1_read = 10'b0000001000;
                        add2_read = 0;
                    end
                end
            s3:
                begin
                    load = 10'b0000000100; 
                    mul_en = 0; 
                    add1_en = 0; 
                    add2_en = 0; 
                    mul_read = 0; 
                    add1_read = 0;
                    add2_read = 0;
                    not_first_flag = 1'b1;
                end
            s4:
                begin
                    load = 10'b0000001000;
                    mul_en = 0;
                    add1_en = 0; 
                    add2_en = 0; 
                    mul_read = 0;
                    add1_read = 0;
                    add2_read = 0;
                end
            s5:
                begin
                    load = 10'b0000010000;
                    mul_en = 0;
                    add1_en = 0; 
                    add2_en = 0; 
                    mul_read = 0;
                    add1_read = 0;
                    add2_read = 0;
                end
            s6:
                begin
                    load = 10'b0000100000;
                    mul_en = 10'b0000010001;  
                    add1_en = 0; 
                    add2_en = 0; 
                    mul_read = 0;
                    add1_read = 0;
                    add2_read = 0;
                end
            s7:
                begin
                    load = 10'b0001000000;
                    mul_en = 10'b0000100010;  
                    add1_en = 0; 
                    add2_en = 0; 
                    mul_read = 10'b0000000001;  
                    add1_read = 0;
                    add2_read = 0;
                end
            s8:
                begin
                    load = 10'b0010000000;  
                    mul_en = 10'b0001000100;  
                    add1_en = 0; 
                    add2_en = 0; 
                    mul_read = 10'b0000000010;  
                    add1_read = 0;
                    add2_read = 0;
                end
            s9:
                begin
                    load = 10'b0100000000;  
                    mul_en = 10'b0010001000;  
                    add1_en = 0; 
                    add2_en = 0; 
                    mul_read = 10'b0000000100;  
                    add1_read = 0;
                    add2_read = 0;
                end
            s10:
                begin
                    load = 10'b1000000000;  
                    mul_en = 0; 
                    add1_en = 10'b0100000001; 
                    add2_en = 0; 
                    mul_read = 10'b0000001000;  
                    add1_read = 0;
                    add2_read = 0;
                end
            s11:
                begin
                    load = 10'b0100000000;  
                    mul_en = 0; 
                    add1_en = 10'b1000000010; 
                    add2_en = 10'b0000010001; 
                    mul_read = 0; 
                    add1_read = 10'b0000000001;
                    add2_read = 0;
                end
            s12:
                begin
                    load = 10'b1000000000;  
                    mul_en = 0; 
                    add1_en = 10'b0100000100; 
                    add2_en = 10'b0000100010; 
                    mul_read = 0; 
                    add1_read = 10'b0000000010;
                    add2_read = 0;
                end
            default: 
                not_first_flag = 1'b0;
        endcase
    end
endmodule
`timescale 1ns / 1ps
module datapath(
    input wire clk,
    input wire reset,
    input wire [3:0] state,
    input wire [7:0] next_in,
    input wire [9:0] load, mul_en, add1_en, add2_en, mul_read, add1_read, add2_read,  
    output wire [7:0] r1,r2,r3,r4,r5,r6,r7,r8,r9,r10,  
    output reg [7:0] f
    );
    parameter [3:0] s1 = 4'b0000,
                    s2 = 4'b0001,
                    s3 = 4'b0011,
                    s4 = 4'b0010,
                    s5 = 4'b0110,
                    s6 = 4'b0111,
                    s7 = 4'b1111,
                    s8 = 4'b1110,
                    s9 = 4'b1010,
                    s10 = 4'b1011,
                    s11 = 4'b1001,
                    s12 = 4'b1000;
    wire [7:0] sum1,sum2,prod;  
    reg [7:0] add11,add12,add21,add22,mul1,mul2;
    reg not_first_flag;  
    adder A1(add11,add12,1'b0,sum1);  
    adder A2(add21,~add22,1'b1,sum2);  
    multiplier M1(mul1,mul2,prod);
    register reg1((load[0]) ? next_in : (mul_read[0]) ? prod : (add1_read[0]) ? sum1 : (add2_read[0]) ? sum2 : 8'bz,
        clk,reset,
        load[0] || mul_read[0] || add1_read[0] || add2_read[0],
        r1);
    register reg2((load[1]) ? next_in : (mul_read[1]) ? prod : (add1_read[1]) ? sum1 : (add2_read[1]) ? sum2 : 8'bz,
        clk,reset,
        load[1] || mul_read[1] || add1_read[1] || add2_read[1],
        r2);
    register reg3((load[2]) ? next_in : (mul_read[2]) ? prod : (add1_read[2]) ? sum1 : (add2_read[2]) ? sum2 : 8'bz,
        clk,reset,
        load[2] || mul_read[2] || add1_read[2] || add2_read[2],
        r3);
    register reg4((load[3]) ? next_in : (mul_read[3]) ? prod : (add1_read[3]) ? sum1 : (add2_read[3]) ? sum2 : 8'bz,
        clk,reset,
        load[3] || mul_read[3] || add1_read[3] || add2_read[3],
        r4);
    register reg5((load[4]) ? next_in : (mul_read[4]) ? prod : (add1_read[4]) ? sum1 : (add2_read[4]) ? sum2 : 8'bz,
        clk,reset,
        load[4] || mul_read[4] || add1_read[4] || add2_read[4],
        r5);
    register reg6((load[5]) ? next_in : (mul_read[5]) ? prod : (add1_read[5]) ? sum1 : (add2_read[5]) ? sum2 : 8'bz,
        clk,reset,
        load[5] || mul_read[5] || add1_read[5] || add2_read[5],
        r6);
    register reg7((load[6]) ? next_in : (mul_read[6]) ? prod : (add1_read[6]) ? sum1 : (add2_read[6]) ? sum2 : 8'bz,
        clk,reset,
        load[6] || mul_read[6] || add1_read[6] || add2_read[6],
        r7);
    register reg8((load[7]) ? next_in : (mul_read[7]) ? prod : (add1_read[7]) ? sum1 : (add2_read[7]) ? sum2 : 8'bz,
        clk,reset,
        load[7] || mul_read[7] || add1_read[7] || add2_read[7],
        r8);
    register reg9((load[8]) ? next_in : (mul_read[8]) ? prod : (add1_read[8]) ? sum1 : (add2_read[8]) ? sum2 : 8'bz,
        clk,reset,
        load[8] || mul_read[8] || add1_read[8] || add2_read[8],
        r9);
    register reg10((load[9]) ? next_in : (mul_read[9]) ? prod : (add1_read[9]) ? sum1 : (add2_read[9]) ? sum2 : 8'bz,
        clk,reset,
        load[9] || mul_read[9] || add1_read[9] || add2_read[9],
        r10);
    always@(posedge clk or posedge reset)
    begin
        if(reset)
        begin
            f = 0;     
            not_first_flag = 1'b0;
        end
        else
        begin
            case(state)
                s1:
                    begin
                        if(not_first_flag)
                        begin
                            add11 = r4;
                            add12 = r10;
                            add21 = sum1;
                            add22 = r7;
                            f = sum2;
                        end
                    end
                s2:
                    begin
                        if(not_first_flag)
                        begin
                            add21 = sum1;
                            add22 = r8;
                            f = sum2;
                        end
                    end
                s3:
                    begin
                        if(not_first_flag)
                            f = sum2;
                    end
                s4:
                    begin
                        not_first_flag = 1'b1;
                    end
                s5:
                    begin
                    end
                s6:  
                    begin
                        mul1 = r1;
                        mul2 = r5;
                    end
                s7:  
                    begin
                        mul1 = r2;
                        mul2 = r6;
                    end
                s8:  
                    begin
                        mul1 = r3;
                        mul2 = r7;
                    end
                s9:  
                    begin
                        mul1 = r4;
                        mul2 = r8;
                    end
                s10:  
                    begin
                        add11 = r1;
                        add12 = r9;
                    end
                s11:  
                    begin
                        add11 = r2;
                        add12 = r10;
                        add21 = sum1;
                        add22 = r5;
                    end
                s12:  
                    begin
                        add11 = r3;
                        add12 = r9;
                        add21 = sum1;
                        add22 = r6;
                        f = sum2;
                    end
               default: not_first_flag = 1'b0;
            endcase
        end
    end
endmodule
`timescale 1ns / 1ps
module multiplier(
    input wire [7:0] in1,
    input wire [7:0] in2,
    output wire [7:0] out 
    );
    wire [7:0] A_out1, A_out2, A_out3, A_out4, A_out5, A_out6, A_out7, A_out8;
    wire [7:0] Q_out1, Q_out2, Q_out3, Q_out4, Q_out5, Q_out6, Q_out7, Q_out8;
    wire q0_1, q0_2, q0_3, q0_4, q0_5, q0_6, q0_7, q0_8; 
    Booth B1 (
        8'h00,in1,in2,1'b0,
        A_out1,Q_out1,q0_1
        );
    Booth B2 (
        A_out1,in1,Q_out1,q0_1,
        A_out2,Q_out2,q0_2
        );
    Booth B3 (
        A_out2,in1,Q_out2,q0_2,
        A_out3,Q_out3,q0_3
        );
    Booth B4 (
        A_out3,in1,Q_out3,q0_3,
        A_out4,Q_out4,q0_4
        );
    Booth B5 (
        A_out4,in1,Q_out4,q0_4,
        A_out5,Q_out5,q0_5
        );
    Booth B6 (
        A_out5,in1,Q_out5,q0_5,
        A_out6,Q_out6,q0_6
        );
    Booth B7 (
        A_out6,in1,Q_out6,q0_6,
        A_out7,Q_out7,q0_7
        );
    Booth B8 (
        A_out7,in1,Q_out7,q0_7,
        A_out8,Q_out8,q0_8
        );
    assign out = A_out8;  
endmodule
module Booth(
    input [7:0] A_in,
    input [7:0] M,
    input [7:0] Q_in,
    input  q0,
    output reg [7:0] A_out,
    output reg [7:0] Q_out,
    output reg q0_out
    );
    wire [7:0] sum, diff;
    adder A1 (A_in, M, 1'b0, sum);
    adder S1 (A_in, ~M, 1'b1, diff);
    always@(A_in,Q_in,M,q0,sum,diff)
    begin
        case({Q_in[0],q0})
            2'b00,2'b11: {A_out, Q_out, q0_out} <= {A_in[7], A_in, Q_in};
            2'b01: {A_out, Q_out, q0_out} <= {sum[7], sum, Q_in};
            2'b10: {A_out, Q_out, q0_out} <= {diff[7], diff, Q_in};
        endcase
    end
endmodule
`timescale 1ns / 1ps
module register(
    input wire [7:0] din,
    input wire clk,
    input wire reset,
    input wire ld,
    output reg [7:0] data
    );
    always@(posedge clk or posedge reset)
    begin
        if(reset == 1)
            data = 0;
        else if(ld == 1)
            data = din;
    end
endmodule
`timescale 1ns / 1ps
module top(
    input wire clk,
    input wire reset,
    input wire [7:0] next_in,
    output wire [7:0] r1,r2,r3,r4,r5,r6,r7,r8,r9,r10,  
    output wire [7:0] f
    );
    wire [9:0] load, mul_en, add1_en, add2_en, mul_read, add1_read, add2_read;
    wire [3:0] state;
    controller C1(
        clk,
        reset,
        state,
        load, mul_en, add1_en, add2_en, mul_read, add1_read, add2_read  
    );
    datapath DP1(
        clk,
        reset,
        state,
        next_in,
        load, mul_en, add1_en, add2_en, mul_read, add1_read, add2_read,  
        r1,r2,r3,r4,r5,r6,r7,r8,r9,r10,  
        f
    );
endmodule
```

## flow/run.sh

```bash
#!/bin/bash
# OpenROAD 26Q1-2900-gdf79404cd8, Yosys 0.63+post, stock flow scripts
make -C /OpenROAD-flow-scripts/flow DESIGN_CONFIG=/design/flow/config.mk WORK_HOME=/design/flow/orfs finish
```

## flow/config.mk

```make
export PLATFORM = sky130hd
export DESIGN_NAME = top
export DESIGN_NICKNAME = top
export VERILOG_FILES = /design/flow/design.v
export SDC_FILE = /design/flow/constraint.sdc
export NUM_CORES = 4
export LEC_CHECK = 1
export CORE_UTILIZATION = 50
```

## flow/constraint.sdc

```tcl
current_design top

set clk_period 23.2
set clk_io_pct 0.2

create_clock -name clk0 -period $clk_period [get_ports {clk}]

set non_clock_inputs [all_inputs -no_clocks]
set_input_delay [expr $clk_period * $clk_io_pct] -clock clk0 $non_clock_inputs
set_output_delay [expr $clk_period * $clk_io_pct] -clock clk0 [all_outputs]
```

==> results.cfg <==
; physical design summary
[outcome]
outcome = finished, final reports clean

[worst_setup_path]
endpoint_kind = flip-flop
cp_data_arrival_time_ns = 18.72
crit_path_start_kind = flip-flop
worstPathRequired_ns = 23.47
rr_endpoint = DP1.reg1.data[6]$_DFFE_PP0P_
rr_worst_depth = 68
critPathBufInv = 8
reg2reg_from = DP1.mul1[0]$_DFFE_PP_
rrSetupSlack_ns = 4.75
cp_max_fo = 11
path_class = flip-flop to flip-flop
cpLargestDelayFamily = adder cells
crit_path_top_delay_cell = edfxtp_1
critical_path.most_common_cell = fa_1
slowest_delay_ns = 0.59

[power]
p_per_area_nw_per_um2 = 56.5
leakage_nw = 5.76
ir_drop_mv = 0.0529

[worst_hold_path]
hold_end = DP1.f[6]$_DFFE_PP0P_
hold_depth = 1
hold_class = flip-flop to flip-flop
hp-start = DP1.f[6]$_DFFE_PP0P_

[logic_synthesis]
ys.flop_type = dfrtp_1
synthArstFlopShare_pct = 59.2
ys_seq_share_pct = 34.3
ys_area_um2 = 12400
syn_avg_cell_area_um2 = 10.2
syn_area_um2 = 12400
synth-seq-cells = 157
ys_top_cells_by_area = dfrtp_1 (19%), fa_1 (16%), edfxtp_1 (16%)
synth.distinct_cells = 83
syn_inst = 1219
yosys_warnings = 16
edf_count = 64
synth.top_cell.area_share_pct = 18.8
top_area_cell = dfrtp_1
ys_cells = 1219

[floorplan]
fp_util_pct = 50.9
io_pins = 98
rows = 57
dieArea_um2 = 25400
core_area_um2 = 24300
dieHeight_um = 159
die_w_um = 159

[route]
first_pass_iters = 6
vias = 9610
vias_per_cell = 5.92
drc = 0
wire_per_inst_um = 20.9
wl_um = 33900
postRouteAntennaNets = 0
drt-initial-drc-count = 802

[place]
gp_congestion = 0.941
dp_slack_ns = 4.80
portBuffers = 97
place_inst = 1589
hpwl_um = 25500

[cts]
htreeDepth = 4
cts_tree = yes
clkTransAtPathRegs_ns = 0.07
cts_buffer_depth = 2
cts_made_buffers = 17
post_cts_buffers = 0
cts-hold-fix-buffers = 0
clk_latency_ns = 0.42
cts_sinks = 157
post_cts_resized = 0
cts_root_buf = clkbuf_16

[grt]
grt.overflow.total = 0
grt_max_degree = 57
grt_use_total_pct = 29.5
grt_pass1_wl_um = 54100
antenna_found_initial = 2
grt_pass1_vias = 9810

[final_layout]
fin_util_pct = 58.6
nFillCells = 2057
layout_top_cell = nand2_1
drive_gt1_share_pct = 11.2
syn_to_final_growth_pct = 15.0
fin_cells = 1623
final_cell_mix = nand2_1 (111), inv_1 (98), clkdlybuf4s50_1 (97), fa_1 (96), dfrtp_1 (93)

[sta]
report.final.setup_viol = 0
worst_slack_ns = 4.75
hold_viol = 0
clock.fmax_ghz = 0.0542
post-route-period-util_pct = 79.5
holdWs_ns = 0.516
min_period_ns = 18.45
rsz0062_at_grt = false
maxSlewViolCount = 0
max-slew-margin-rel_pct = 38.5
setup-tns-final_ns = 0
finalClockSkew_ns = 0.00915
worst-slew-pin-transition_ns = 0.919

[run]
cap_violations = 0
warnings = 38
==> synthesized netlist by cell type (3+ instances only) <==
library cell / n
a41oi_1: 3
o211a_1: 3
o21a_1: 3
nor3b_1: 16
a222oi_1: 16
o22ai_1: 12
ha_1: 38
xnor2_1: 39
o211ai_1: 3
dfrtp_1: 93
o21ai_1: 6
o21ai_0: 39
a21oi_1: 74
nand4b_1: 3
a31oi_1: 11
edfxtp_1: 64
and2_1: 5
nor2_1: 84
inv_1: 99
nand3_1: 24
and3_1: 13
o31ai_1: 3
nand3b_1: 3
nor2b_1: 9
nor3_1: 15
nand2_1: 111
a221oi_1: 31
mux2i_1: 38
a21o_1: 7
nand2b_1: 11
xor2_1: 20
or2_2: 8
clkbuf_1: 62
mux2_2: 60
a221o_1: 14
buf_1: 8
or3_1: 8
a22oi_1: 8
nor4_1: 6
fa_1: 96
==> power breakdown <==
part | switching (mW) | internal, mW | leakage (nW)
combinational | 0.0660 | 0.0975 | 3.72
clock | 0.125 | 0.150 | 0.286
sequential | 0.0356 | 0.330 | 1.75
==> flip-flops by register name, summed over array words and instances (netlist names), 4 cells and up <==
register and count:
DP1.reg10.data 8, DP1.reg2.data 8, C1.state 4, DP1.reg5.data 8, DP1.reg3.data 8, DP1.mul2 8
DP1.reg1.data 8, DP1.reg7.data 8, DP1.add22 8, DP1.add11 8, DP1.reg4.data 8, DP1.add12 8
DP1.f 8, DP1.add21 8, DP1.reg9.data 8, DP1.mul1 8, C1.load 10, DP1.reg8.data 8
C1.mul_read 4, DP1.reg6.data 8
==> cells by family after synthesis <==
group	synth area share [%]
flip-flops	34.3
multiplexers	8.64
adder cells (fa/ha/maj)	19.4
AND-OR/OR-AND	14.4
AND/OR/NAND/NOR	13.8
XOR/XNOR	4.17
buffers and inverters	5.36
==> final cells by class <==
cell class                      count  area (um2)  share of cell area [%]
Timing Repair Buffer              119        1140                    7.98
Multi-Input combinational cell    888        7470                    52.5
Sequential cell                   157        4250                    29.8
Clock buffer                       18         450                    3.16
Antenna cell                        2        5.00                  0.0351
Clock inverter                     14         140                   0.984
Tap cell                          324         405                    2.85
Inverter                          101         380                    2.67
==> per-layer routing <==
layer  wire length [um]  up-vias  track usage, %
met5                  0        -               0
met4               1080        0            8.17
met3               2480       61            7.89
met2              16800      336            47.3
met1              13600     4722            42.2
li1                   -     4491               -
==> metrics by stage <==
stage	area (um2)	total power, mW
final	14200	0.804
after floorplan	12400	0.437
after global placement	13600	0.533
after CTS	14200	0.812
after global routing	14200	0.847
after detailed placement	13600	0.534
==> worst max path at each step <==
stage | start | endpoint | slack (ns) | depth (start not counted)
global route | DP1.mul1[0]$_DFFE_PP_ | DP1.reg1.data[6]$_DFFE_PP0P_ | 3.36 | 66
CTS | DP1.mul1[0]$_DFFE_PP_ | DP1.reg2.data[6]$_DFFE_PP0P_ | 4.73 | 66
finish | DP1.mul1[0]$_DFFE_PP_ | DP1.reg1.data[6]$_DFFE_PP0P_ | 4.75 | 68
No activity file was given, so power comes from the tool's default toggle rates.
